## flow/run.sh

```bash
#!/bin/bash
# OpenROAD 26Q1-2900-gdf79404cd8, Yosys 0.63+post, stock flow scripts
make -C /OpenROAD-flow-scripts/flow DESIGN_CONFIG=/design/flow/config.mk WORK_HOME=/design/flow/orfs finish
```

## flow/config.mk

```make
export PLATFORM = sky130hd
export DESIGN_NAME = alu_gm
export DESIGN_NICKNAME = alu_gm
export VERILOG_FILES = /design/flow/design.v
export SDC_FILE = /design/flow/constraint.sdc
export NUM_CORES = 4
export LEC_CHECK = 1
export CORE_AREA = 10 10 70 70
export DIE_AREA = 0 0 80 80
```

## flow/constraint.sdc

```tcl
current_design alu_gm

set clk_period 1.9
set clk_io_pct 0.2

create_clock -name clk0 -period $clk_period

set non_clock_inputs [all_inputs -no_clocks]
set_input_delay [expr $clk_period * $clk_io_pct] -clock clk0 $non_clock_inputs
set_output_delay [expr $clk_period * $clk_io_pct] -clock clk0 [all_outputs]
```

## flow/design.v

```verilog
interface myBus(input clk);
    logic[7:0]  address;
    logic[15:0]  data;
    logic       en;
    modport DUT(input address,en, output data);
    modport TB(output address, en, input data);
endinterface 
module alu_gm#(
    parameter WIDTH =1)
(
    input [WIDTH-1:0] A,
    input [WIDTH-1:0]B,
    input [3:0]OP,
    output  reg signed  [WIDTH-1:0] result, 
    output reg carry,
    output reg Zero
);
reg [WIDTH:0]tmp;
always @(*) begin
    case(OP)
    4'b0000: begin
        tmp = A + B;
    end
    4'b0001: begin
        tmp = A - B;
    end
    4'b0010: begin
        tmp=A&B;
    end
    4'b0011: begin
        tmp=A|B;
    end
    4'b0100: begin
        tmp=A^B;
    end
    4'b0101: begin
        tmp=A<<1;
    end
    4'b0110: begin
        tmp=A>>1;
    end
    4'b0111: begin
        tmp=A*B;
    end
    default: begin 
        tmp=0;
    end
    endcase
    result=tmp[WIDTH-1:0];
    carry=tmp[WIDTH];
    if(result==0)Zero=1'b1;
    else Zero=1'b0; 
end
endmodule
```

==> reports/qor.yml <==
outcome: "completed"
floorplan.core_area_sq_um: 3420
num-fill-cells: 395
die_h_microns: 80
static_leakage_nw: 0.151
p_int_mw: 0.0362
chipArea_sq_um: 6400
grt_pass1_vias: 216
synth.lib_cells_used.distinct: 15
timing.final.ws_setup_ns: 0.0642
io_buffers: 9
wl_per_cell_microns: 7.74
p_clk_frac: 0
layout-drive-gt1-share: 0.686
detailedPlacementHpwl_microns: 520
power.total_mw: 0.0627
placement_rows: 21
timing.critical_path.to: "Zero"
period_used_share: 0.966
synth_area_sq_um: 163
share_comb_of_total_power: 1.000
n_antenna_cell: 0
top_layer_used: "met3"
period_minus_slack_ns: 1.84
post-place-ws_ns: -0.776
vdd.ir_drop.worst_mv: 0.0596
grt_remaining_overflow: 0
worst-slew-pin-transition_ns: 0.236
crit_type: "in -> out"
post_synthesis_instance_total: 21
worstSetupStartpoint: "A[0]"
cp_data_required_time_ns: 1.52
max_clock_freq_ghz: 0.545
setup-violations-final: 0
crit_end_category: "output port"
crit_path_start_kind: "input port"
final-max-slew-violation-count: 0
grt_first_pass_wirelength_microns: 1090
final_hold_viol_count: 0
critPathArrivalTime_ns: 1.46
worst-path-max-fanout: 2
grt_util_all_layers: 0.0203
die_x_microns: 80
drtAntennaViolNets: 0
seq_pwr_share: 0
met3_wirelength_microns: 51
drt_iter0_drc: 9
timing.slew.headroom: 0.841
initial_antenna_violation_count: 0
synth.avg_cell_area_sq_um: 7.75
route.detailed.drc: 0
syn2layout_area_growth_pct: 138
clock_buffer_count: 0
final_common_cell: "buf_4"
top_level_ports: 9
timing.setup.tns_ns: 0
max_cap_violations: 0
post_drt_via_cell_ratio: 2.57
grt_start_max_net_pins: 8
rsz_0062_raised_after_global_routing: "no"
cts_hold_buffers: 0
regArea_sq_um: 0
met2_length_microns: 177
hold_path.startpoint: "OP[3]"
power.switching_fraction: 0.423
power.density_cell_area_nw_per_um2: 162
synth.yosys.chip_area_sq_um: 163
stage_log_warnings: 34
synth_sequential_area_ratio: 0
worst_hold_path_type: "in -> out"
floorplanUtilization: 0.0476
gp_congestion: 0.697
post_synthesis_cell_count_from_yosys: 21
yosysWarningCount: 1
power.switching_mw: 0.0265
detailed_router_iteration_count_before_antenna_repair: 3
post-cts-setup-buffer-count: 0
seq_cell_count: 0
met1_routed_wirelength_after_detailed_routing_microns: 398
routed-via-count: 208
routed_wl_microns: 627
what timing repair did:
item / CTS / global route
endpoints found under the setup margin: 3 / 2
resized: 37 / 3
gates cloned: 0 / 0
pin swaps: 4 / 2
area by class of cell:
type	instances	area, sq um	share of cell area
multi-input combinational	19	193	0.498
timing repair buffer	14	124	0.320
tap	46	57.6	0.149
inverter	2	12.5	0.0324
power by group through the flow:
stage / clock, mW / combinational (mW) / sequential [mW]
4_1_cts: 0 / 0.0644 / 0
5_1_grt: 0 / 0.0698 / 0
6_report: 0 / 0.0627 / 0
cell families (layout without fill, tap and decap cells):
logic type,Yosys count,after routing,share of synthesized area
fa+ha+maj,3,3,0.231
simple gates,9,9,0.362
mux,1,1,0.0692
compound gates,6,6,0.292
buf+inv,2,16,0.0462
stage by stage:
stage	utilization	area, sq um	hold slack, ns	cells
floorplan	-	163	0.773	21
global placement	0.102	348	1.78	81
detailed placement	0.102	348	1.80	81
CTS	0.115	394	1.32	81
global route	0.113	387	1.19	81
finish	0.113	387	1.17	81
worst min path at each step:
| stage | endpoint | slack, ns | depth (start not counted) |
|---|---|---|---|
| after CTS | carry | 1.32 | 4 |
| after global routing | result[0] | 1.19 | 3 |
| final | result[0] | 1.17 | 3 |
metal layers:
| layer | GRT usage | vias to the layer above |
|---|---|---|
| met5 | 0 | - |
| met2 | 0.0225 | 8 |
| met1 | 0.0363 | 89 |
| met3 | 0.00568 | 0 |
| li1 | - | 111 |
| met4 | 0 | 0 |
cell usage after synthesis:
master    n  share of area
o41ai_1   1          0.054
o41a_1    1          0.069
nand3b_1  1          0.046
nand2_1   2          0.046
a211o_2   1          0.062
ha_1      3           0.23
and2b_2   1          0.054
nor4b_1   1          0.054
mux2_2    1          0.069
and4bb_2  1          0.077
a21oi_1   2          0.062
nor2_1    2          0.046
inv_1     2          0.046
nand2b_1  1          0.038
a211oi_1  1          0.046
worst max-delay path, stage by stage:
cell,delay [ns]
buf_6,0.08
inv_4,0.03
ha_4,0.25
and4bb_2,0.23
a21oi_2,0.04
o41a_1,0.31
buf_2,0.12
No activity file was given, so power comes from the tool's default toggle rates.
