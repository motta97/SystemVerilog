**flow/design.v**
```verilog
interface myBus(input clk);
    logic[7:0]  address;
    logic[15:0]  data;
    logic       en;
    modport DUT(input address,en, output data);
    modport TB(output address, en, input data);
endinterface 
module alu #(
    parameter WIDTH = 8
)(
    input  wire [WIDTH-1:0] A,
    input  wire [WIDTH-1:0] B,
    input  wire [3:0]       op,
    output reg  [WIDTH-1:0] result,
    output reg              carry,
    output wire             zero 
);
    localparam ADD  = 4'd0;
    localparam SUB  = 4'd1;
    localparam AND = 4'd2;
    localparam OR  = 4'd3;
    localparam XOR = 4'd4;
    localparam SLL  = 4'd5;
    localparam SRL  = 4'd6;
    localparam MUL  = 4'd7;
    reg [WIDTH:0] temp; 
    always @(*) begin
        temp = { (WIDTH){1'b0} }; 
        case (op)
            ADD:  temp = A + B;
            SUB:  temp = A - B;
            AND: temp = A & B;
            OR:  temp = A | B;
            XOR: temp = A ^ B;
            SLL:  temp = A << 1; 
            SRL:  temp = A >> 1; 
            MUL:  temp = A * B;
            default: temp = { (WIDTH+1){1'b0} };
        endcase
        result = temp[WIDTH-1:0];
        carry  = temp[WIDTH]; 
    end
assign  zero = (result == {WIDTH{1'b0}});
endmodule
```
**flow/run.sh**
```bash
#!/bin/bash
# OpenROAD 26Q1-2900-gdf79404cd8, Yosys 0.63+post, stock flow scripts
make -C /OpenROAD-flow-scripts/flow DESIGN_CONFIG=/design/flow/config.mk WORK_HOME=/design/flow/orfs finish
```
**flow/config.mk**
```make
export PLATFORM = sky130hd
export DESIGN_NAME = alu
export DESIGN_NICKNAME = alu
export VERILOG_FILES = /design/flow/design.v
export SDC_FILE = /design/flow/constraint.sdc
export NUM_CORES = 4
export LEC_CHECK = 1
export CORE_UTILIZATION = 40
```
**flow/constraint.sdc**
```tcl
current_design alu

set clk_period 6.7
set clk_io_pct 0.2

create_clock -name clk0 -period $clk_period

set non_clock_inputs [all_inputs -no_clocks]
set_input_delay [expr $clk_period * $clk_io_pct] -clock clk0 $non_clock_inputs
set_output_delay [expr $clk_period * $clk_io_pct] -clock clk0 [all_outputs]
```
==> flow_metrics.env <==
# yosys + openroad results
export IMPL_yosysCellCount=309
export IMPL_place_congestion=0.9467
export IMPL_yosys_stat_area_um2=2365
export IMPL_outcome="completed"
export IMPL_fmax_mhz=152.1
export IMPL_finalMaxSlewViolations=0
export IMPL_crit_family="adder cells"
export IMPL_worstPathRequired_ns=5.36
export IMPL_n_antenna_cell=0
export IMPL_critical_path_most_common_cell="fa_1"
export IMPL_worst_slack_ns=0.1232
export IMPL_grt_overflow_total=0
export IMPL_slowest_delay_ns=0.54
export IMPL_p_sw_w=0.0002005
export IMPL_hpwl_um=5777
export IMPL_totalWireLength_um=6864
export IMPL_hp_start="A[2]"
export IMPL_cp_arrival_ns=5.24
export IMPL_yosysUniqueCellTypes=47
export IMPL_crit_slowest_cell="fa_1"
export IMPL_drc=0
export IMPL_grt_max_degree=24
export IMPL_io_buffers=30
export IMPL_path_max_fanout=3
export IMPL_p_per_area_nw_per_um2=125.0
export IMPL_coreArea_um2=5608
export IMPL_rsz0062_at_grt="yes"
export IMPL_warning_count=42
export IMPL_vias=2447
export IMPL_ys_seq_share_pct=0
export IMPL_synth_area_per_cell_um2=7.653
export IMPL_worstMarginPinSlew_ns=0.3691
export IMPL_initial_core_util_pct=42.17
export IMPL_dieArea_um2=6224
export IMPL_pre_cts_ws_ns=-0.8184
export IMPL_grt_usage_pct=24.57
export IMPL_die_x_um=78.89
export IMPL_tns_ns=0
export IMPL_yosys_warnings=1
export IMPL_path_cells="buf_2, nand2_2, fa_1, inv_2, fa_1, fa_1, inv_1, fa_1, inv_2, ha_4, or3_4, a31oi_4, o211ai_1, buf_4, buf_4, clkdlybuf4s50_1"
export IMPL_startpoint_type="primary input"
export IMPL_cap_violations=0
export IMPL_combPwrFrac_pct=100.0
export IMPL_fin_crit_ns=6.577
export IMPL_grt_pass1_vias=2466
export IMPL_vdd_drop_max_mv=0.09431
export IMPL_endpoint_kind="output pin"
export IMPL_numSequentialCells=0
export IMPL_ctsHoldBuffers=0
export IMPL_rows=27
export IMPL_startpoint="B[7]"
export IMPL_power_internal_w=0.0002167
export IMPL_setup_viol=0
export IMPL_seq_power_share_pct=0
export IMPL_synthToLayoutAreaGrowth_pct=41.16
export IMPL_drtIter0Drc=112
export IMPL_clkPwrFrac_pct=0
export IMPL_via_per_inst=5.229
export IMPL_drt_pre_antenna_iters=4
export IMPL_sw_frac_of_total_pct=48.07
export IMPL_ios=30
export IMPL_seq_area_um2=0
export IMPL_path_buffers=7
export IMPL_clockBufferCount=0
export IMPL_die_h_um=78.89
export IMPL_drive_above_1_share_pct=30.81
export IMPL_crit_type="in2out"
export IMPL_antenna_found_initial=0
export IMPL_p_leak_nw=1.612
export IMPL_finalCritPeriodShare_pct=98.16
export IMPL_grt_pass1_wl_um=11590
export IMPL_wl_per_cell_um=14.67
export IMPL_hold_path_class="in2out"
export IMPL_relSlewSlack_pct=75.13
export IMPL_syn_inst=309
export IMPL_final_hold_violation_count=0
export IMPL_synthesis_area_um2=2365
export IMPL_antenna_left=0
-- area by class of cell --
class | count | area (µm²)
multi-input combinational | 252 | 2293
fill | 522 | 2270
inverter | 50 | 195.2
timing repair buffer | 94 | 759.5
tap | 72 | 90.09
-- worst min-delay path, cell delays in order --
cell	delay, ns
buf_6	0.11
buf_6	0.12
mux2i_1	0.08
nand2_1	0.07
o211ai_1	0.11
nand4bb_1	0.16
nor4_4	0.04
clkbuf_2	0.08
-- per-stage QoR --
stage / hold WS, ns / cells / area [µm²] / utilization, % / total power [W]
global placement: 3.749 / 458 / 3109 / 55.44 / 0.0003564
finish: 3.444 / 468 / 3338 / 59.53 / 0.0004172
CTS: 3.577 / 466 / 3226 / 57.52 / 0.0003908
global route: 3.510 / 468 / 3338 / 59.53 / 0.0004667
floorplan: 2.695 / 309 / 2365 / - / 0.0002258
detailed placement: 3.752 / 458 / 3109 / 55.44 / 0.0003578
-- timing repair --
action	in CTS	in global routing
buffers inserted	8	2
pin swaps	16	21
resized	67	48
setup endpoints to repair	6	4
-- kinds of logic (layout without fill, tap and decap cells) --
kind of cell | after synthesis | count (layout) | synth area share (%)
and+or+nand+nor | 105 | 105 | 21.43
adders and majority gates | 61 | 61 | 38.31
buffers and inverters | 57 | 144 | 10.11
AOI/OAI and AO/OA | 52 | 52 | 14.13
xor gates and xnor gates | 19 | 19 | 7.619
muxes | 15 | 15 | 8.413
-- placed cells by master (no fill, tap or decap), drive strengths merged, types with 3 or more instances in the layout --
| master | count |
|---|---|
| mux2i | 9 |
| buf | 73 |
| clkbuf | 4 |
| a211oi | 3 |
| nor2b | 8 |
| o21ai | 14 |
| or3 | 6 |
| nand2 | 29 |
| nand3 | 3 |
| mux4 | 3 |
| xnor2 | 16 |
| o211ai | 3 |
| ha | 42 |
| nor3 | 6 |
| o22ai | 3 |
| mux2 | 3 |
| nand3b | 3 |
| a21oi | 9 |
| a31oi | 4 |
| o21a | 6 |
| nor2 | 36 |
| clkdlybuf4s50 | 14 |
| fa | 19 |
| inv | 50 |
| nand2b | 4 |
-- per-layer routing --
| layer | vias to the layer above | GRT usage, % | wire [µm] |
|---|---|---|---|
| li1 | 1219 | - | - |
| met1 | 1168 | 36.66 | 3295 |
| met2 | 56 | 40.87 | 3178 |
| met3 | 4 | 3.501 | 346 |
| met4 | 0 | 0.7273 | 45 |
| met5 | - | 0 | 0 |
-- cells in the mapped netlist (all sizes together), types with 2 or more instances --
cell type | number | area share (%)
inv | 50 | 7.9
ha | 42 | 22
nor2 | 36 | 5.7
nand2 | 29 | 4.6
fa | 19 | 16
xnor2 | 16 | 5.9
o21ai | 14 | 3.0
a21oi | 9 | 1.9
mux2i | 9 | 3.8
nor2b | 8 | 2.1
buf | 6 | 2.0
nor3 | 6 | 1.3
o21a | 6 | 1.9
or3 | 6 | 1.6
a31oi | 4 | 1.1
nand2b | 4 | 1.1
a211oi | 3 | 0.95
mux2 | 3 | 1.6
mux4 | 3 | 3.0
nand3 | 3 | 0.63
nand3b | 3 | 0.95
o211ai | 3 | 0.95
o22ai | 3 | 0.79
and2 | 2 | 0.53
nor3b | 2 | 0.63
nor4 | 2 | 0.79
o221ai | 2 | 0.74
o31ai | 2 | 0.63
xor2 | 2 | 0.74
-- power groups by stage --
stage                 Combinational, W  Sequential [W]  Clock, W
final                         0.000417               0         0
after global routing          0.000467               0         0
after CTS                     0.000391               0         0
-- worst paths after layout --
check  depth (start not counted)  slack, ns        end
max                           16       0.12  result[7]
min                            8       3.44       zero
Power figures rest on the tool's default switching activity, not on a simulated workload.
